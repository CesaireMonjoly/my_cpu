==> design/flow/design.v <==
module memory #(parameter SIZE = 64) (
        input clk,
        input logic [11:0] addr,
        input logic write_enable,
        input logic [11:0] data_in ,
        output logic [11:0] data_out 
    );
    reg [0:11] ram [0:SIZE-1]; 
    reg [0:11] addr_reg;
    assign data_out = ram[addr_reg];
    always @(posedge clk) begin
        if(write_enable) begin
            ram[addr] <= data_in;
        end
        else begin
            addr_reg <= addr;
        end
    end
endmodule
==> design/flow/run.sh <==
#!/bin/bash
# OpenROAD 26Q1-2900-gdf79404cd8, Yosys 0.63+post, stock flow scripts
make -C /OpenROAD-flow-scripts/flow DESIGN_CONFIG=/design/flow/config.mk WORK_HOME=/design/flow/orfs finish
==> design/flow/config.mk <==
export PLATFORM = sky130hd
export DESIGN_NAME = memory
export DESIGN_NICKNAME = memory
export VERILOG_FILES = /design/flow/design.v
export SDC_FILE = /design/flow/constraint.sdc
export NUM_CORES = 4
export LEC_CHECK = 1
export CORE_UTILIZATION = 30
==> design/flow/constraint.sdc <==
current_design memory

set clk_period 25.7
set clk_io_pct 0.2

create_clock -name clk0 -period $clk_period [get_ports {clk}]

set non_clock_inputs [all_inputs -no_clocks]
set_input_delay [expr $clk_period * $clk_io_pct] -clock clk0 $non_clock_inputs
set_output_delay [expr $clk_period * $clk_io_pct] -clock clk0 [all_outputs]
==> impl.org <==
#+TITLE: Synthesis and PnR summary

** Setup path
- Slack of the worst reg-to-reg path :: 24.95 ns
- In this run the worst path has a maximum fanout of 80.
- Number of cells on the worst reg-to-reg path :: 1
- Data on the critical path is required at its endpoint by 20.56 ns.
- The data arrival time reported for the critical path is 4.26 ns.
- Origin of the critical flop-to-flop path :: addr_reg[5]
- The worst setup path is launched from a flip-flop.
- STA classifies the critical path endpoint as a primary output.
- Category of the most critical setup path :: reg2out

** Place
- RePlAce Congestion :: 0.829
- Number of input and output port buffers inserted :: 31
- The HPWL after detailed placement is 37.6 mm.
- Per the detailed placement report, the placed cell area equals 32100 um2.

** Synth
- Commonest register cell after synthesis :: sky130_fd_sc_hd__edfxtp_1
- Top-count cell post-synth :: sky130_fd_sc_hd__edfxtp_1
- Post-synthesis instance area :: 29900 um2
- Mean area per synthesized cell :: 22.6 um2
- Of the post-synthesis cell area, the dominant cell type holds 77.7%.
- Largest cells by area :: sky130_fd_sc_hd__edfxtp_1, sky130_fd_sc_hd__mux4_2, sky130_fd_sc_hd__nor2_1
- Tally of unique sky130hd cells used after synthesis :: 40
- Area reported by Yosys stat :: 29900 um2
- Post-synthesis async set-or-reset flop share :: 0%
- Synthesis produced 1322 cells.
- YS warnings :: 1
- By count the netlist is led by sky130_fd_sc_hd__edfxtp_1, sky130_fd_sc_hd__mux4_2, sky130_fd_sc_hd__nor2_1.
- Sorting the Yosys area breakdown by cell type puts at the top sky130_fd_sc_hd__edfxtp_1.
- Post-synth EDFFs :: 774
- Synthesis-stage register bit count :: 780
- Per Yosys stat, the portion of area used by sequential elements is 78.1%.
- Number of cells in the yosys synthesis report :: 1322

** Final timing
- Between clock sinks in the finished design, the worst skew comes to 0.00738 ns.
- Max-slew check failures listed in the final report amount to 0.
- Slew @ Worst Pin :: 0.839 ns
- TNS Setup :: 0 ns
- Hold Vio Cnt, Final :: 0
- The final timing report counts setup violations totalling 0.
- Shortest period the worst path allows :: 9.40 ns
- Max-Slew Margin vs Limit :: 44.0%
- Final clock period utilization by the worst path :: 36.6%
- Max Clock Freq :: 106 MHz
- Setup repair after global routing left no endpoint under its margin.

** CTS
- Post-CTS Setup Repair Bufs :: 0
- Number of sinks driven by the clock tree :: 780
- Cell at the root of the clock tree :: sky130_fd_sc_hd__clkbuf_16
- Level count of the clock H-tree :: 3
- CTS reports a maximum clock tree buffer depth of 3.
- Per the TritonCTS log, the buffer count is 75.
- The skew report gives the latency at the later pin of the worst-skew pair as 0.60 ns.
- Hold repair after CTS inserted 0 buffers.
- TritonCTS built the clock tree.
- Clock Pin Slew Worst Setup and Hold Paths :: 0.06 ns
- Post-CTS repair changed the size of 0 cells.

** Global routing
- Antenna violations before repair :: 1
- Global-route wire length before repair :: 96.9 mm
- The via count of the first global-routing pass is 15200.
- Largest net degree at the start of global routing :: 98
- Overall routing resource usage :: 13.9%
- After global routing the overflow that remains totals 0.

** Routing
- Drt initial violations :: 862
- Post-detailed-route DRC marker count :: 0
- The repair_antennas step left the layout with diodes totalling 0.
- The final layout contains routed wiring with a total length of 64.2 mm.
- Number of nets still failing antenna checks after routing :: 0
- Length of the first detailed-routing pass in iterations :: 5
- Per the detail_route report, vias per standard cell equal 4.91.
- Per-cell routed wire length :: 23.0 um
- Via count :: 13700

** Floorplanning
- The die is 318 um wide.
- At the floorplan stage, the core utilization is reported as 30.3%.
- The region available for standard cell placement spans 98600 um2.
- Vertical die dimension :: 318 um
- The die covers 101000 um2.
- Io pins :: 38
- Placement row count :: 115

** Power
- Leakage :: 0.0105 uW
- PD cells :: 76.3 nW/um2
- The highest supply drop recorded on VDD is 0.0448 mV.

** Finish
- Proportion of layout cells with a drive suffix above 1 :: 27.7%
- Post-layout instance area :: 34400 um2
- The register with the most flip-flops in the layout has 768 of them.
- In this run the layout overhead on the synthesized area is reported as 15.0%.

** Hold path
- The report gives the cell count of the worst hold path as 1.
- The path class of the tightest hold or removal check is reg2reg.
- Launch point of the worst hold path :: addr_reg[4]

** Run
- The number of maximum-capacitance violations recorded for the run is 0.
- Summing over the stages, the warning tally comes to 31.

** Outcome
- The run finished with clean final reports.
[routing by layer]
metal	wire length [um]	global-route usage [%]
met3	10600	10.8
met4	1050	2.13
met1	23000	16.7
met5	13	0
met2	29500	20.5
[report_power, final]
group          internal, uW  total [uW]  switching [uW]
registers              1410        1420            10.2
clock network           566        1010             447
logic                  83.1         191             108
[per-stage QoR]
| step | setup slack [ns] | hold slack (ns) | instances | util (%) | total power, uW |
|---|---|---|---|---|---|
| finish | 16.30 | 0.476 | 2792 | 34.9 | 2620 |
| global route | 16.05 | 0.483 | 2792 | 34.9 | 2710 |
| CTS | 16.18 | 0.477 | 2792 | 34.9 | 2650 |
| detailed placement | 16.83 | 0.459 | 2658 | 32.6 | 1640 |
| global placement | 16.84 | 0.448 | 2658 | 32.6 | 1640 |
| floorplan | 18.58 | 0.448 | 1322 | - | 1550 |
[worst max-delay path, stage by stage (launching register included)]
cell and delay (ns):
sky130_fd_sc_hd__dfxtp_4 0.73, sky130_fd_sc_hd__buf_12 0.54, sky130_fd_sc_hd__nand3b_1 0.48, sky130_fd_sc_hd__o22ai_1 0.12
sky130_fd_sc_hd__nor3_1 0.69, sky130_fd_sc_hd__a22o_1 0.41, sky130_fd_sc_hd__clkdlybuf4s50_1 0.53
[area by class of cell]
| type | count | area [um2] |
|---|---|---|
| fillers | 8830 | 64200 |
| well taps | 1287 | 1610 |
| inverters | 3 | 11.3 |
| repair buffers | 123 | 978 |
| multi-input cells | 465 | 6160 |
| flip-flops and latches | 780 | 23400 |
| clock buffers | 96 | 2020 |
| clock inverters | 38 | 234 |
[worst max-delay path by stage]
stage	from	endpoint	slack (ns)	cells past startpoint
finish	flip-flop	data_out[4]	16.30	6
global route	flip-flop	data_out[4]	16.05	6
CTS	flip-flop	data_out[4]	16.18	6
[layout by cell type, fill, tap and decap left out, types with 4 or more instances in the layout]
cell type                         count
sky130_fd_sc_hd__o21ai_0             11
sky130_fd_sc_hd__nand2b_1             7
sky130_fd_sc_hd__clkbuf_1            18
sky130_fd_sc_hd__clkdlybuf4s50_1     19
sky130_fd_sc_hd__a21oi_1              9
sky130_fd_sc_hd__clkinv_1            24
sky130_fd_sc_hd__clkinv_2             5
sky130_fd_sc_hd__or2_0               10
sky130_fd_sc_hd__nor2_1              77
sky130_fd_sc_hd__a22o_1               9
sky130_fd_sc_hd__mux2_2               6
sky130_fd_sc_hd__nand3_1              8
sky130_fd_sc_hd__nand2_1             10
sky130_fd_sc_hd__edfxtp_1           774
sky130_fd_sc_hd__nand3b_1             5
sky130_fd_sc_hd__o22ai_1             38
sky130_fd_sc_hd__buf_2               12
sky130_fd_sc_hd__mux2i_1             15
sky130_fd_sc_hd__buf_4               89
sky130_fd_sc_hd__nor3b_1              4
sky130_fd_sc_hd__mux4_2             205
sky130_fd_sc_hd__dfxtp_4              4
sky130_fd_sc_hd__nor2b_1              6
sky130_fd_sc_hd__nor3_1              13
sky130_fd_sc_hd__clkbuf_16           78
sky130_fd_sc_hd__nor3_2               4
sky130_fd_sc_hd__o32ai_1             10
[cells by family after synthesis]
kind of cell / after synthesis / synth area share, %
multiplexers: 226 / 16.2
buffers and inverters: 77 / 1.35
AND-OR/OR-AND: 89 / 2.02
flip-flops: 780 / 78.1
AND/OR/NAND/NOR: 150 / 2.36
Power figures rest on the tool's default switching activity, not on a simulated workload.
